File: flow/design.v
module led (
    input i_clk,
    input i_reset,
    input i_wb_cycle,
    input i_wb_stb,
    input i_wb_we,
    input [31:0] i_wb_data,
    output o_wb_stall,
    output o_wb_ack,
    output reg [15:0] o_led_data
);
assign o_wb_ack = i_wb_cycle && i_wb_stb;
always @(posedge i_clk) begin
    if (i_reset) begin
        o_led_data <= 0;
    end
    else begin
        if (i_wb_cycle && i_wb_stb) begin
            if (i_wb_we) begin
                o_led_data <= i_wb_data;
            end
        end
    end
end
endmodule
File: flow/run.sh
#!/bin/bash
# OpenROAD 26Q1-2900-gdf79404cd8, Yosys 0.63+post, stock flow scripts
make -C /OpenROAD-flow-scripts/flow DESIGN_CONFIG=/design/flow/config.mk WORK_HOME=/design/flow/orfs finish
File: flow/config.mk
export PLATFORM = sky130hd
export DESIGN_NAME = led
export DESIGN_NICKNAME = led
export VERILOG_FILES = /design/flow/design.v
export SDC_FILE = /design/flow/constraint.sdc
export NUM_CORES = 4
export LEC_CHECK = 1
export CORE_AREA = 10 10 90 90
export DIE_AREA = 0 0 100 100
File: flow/constraint.sdc
current_design led

set clk_period 1.9
set clk_io_pct 0.2

create_clock -name clk0 -period $clk_period [get_ports {i_clk}]

set non_clock_inputs [all_inputs -no_clocks]
set_input_delay [expr $clk_period * $clk_io_pct] -clock clk0 $non_clock_inputs
set_output_delay [expr $clk_period * $clk_io_pct] -clock clk0 [all_outputs]
==> flow_summary_export.csv <==
group,metric,value,unit
status,status,"finished clean",
job,drv_cap,0,
worst_setup_path,timing.reg2reg.setup_slack,1320,ps
yosys,syn_inst,73,
yosys,synth_seq_share,0.429,
final_timing,fin_ws,96.7,ps
yosys,async_flop_share,0,
yosys,yosys_area,747,sq um
pwr,p_per_area,626,nW/um^2
clock_network,cts-root-buf,"clkbuf_8",
clock_network,post_cts_buffers,0,
final_timing,fin_crit,1800,ps
floorplanning,die_w,100,microns
grt,overflow,0,
worst_setup_path,worstReg2RegEnd,"o_led_data[14]",
pwr,power_frac_clock,0.403,
yosys,yosys_register_bits,16,
pwr,power_leakage,0.431,nW
clock_network,clockBufferDepth,2,
final_timing,hold_viol,0,
final_timing,fin_crit_sh,0.949,
yosys,yosys-stat-cells,73,
worst_setup_path,crit_arrival,1420,ps
final_timing,setup_viol,0,
floorplanning,die_area,10000,sq um
route,drt-initial-drc-count,5,
route,n_antenna_cell,0,
yosys,synth_top_cell_by_area,"dfxtp_1",
floorplanning,pin_count,55,
yosys,synth.avg_cell_area,10.2,sq um
worst_setup_path,cp-end-kind,"primary output",
worst_setup_path,worst_r2r_path_depth,2,
final_layout,fillCellCount,689,
grt,grtUsageTotal,0.0381,
final_timing,skew,0,ps
clock_network,cts_hold_buf,0,
pwr,sequentialPowerShare,0.450,
route,first_pass_iters,2,
final_timing,rsz0062_at_grt,"no",
job,tool_warnings,41,
hold_path,hp-class,"reg -> reg",
clock_network,cts.sinks,16,
route,wl,1990,microns
route,detail_route.wl_per_cell,10.6,microns
placed_design,port_buffers,37,
clock_network,cts_buffers,3,
final_layout,layout-drive-gt1-share,0.0631,
pwr,netSwitchingPower,0.168,mW
worst_setup_path,path_class,"in -> out",
route,drt-vias-per-instance,3.14,
grt,antenna_found_initial,0,
clock_network,path_clk_slew,70,ps
clock_network,ctsResizeCount,0,
final_layout,top_register,"o_led_data",
yosys,edf_count,0,
final_layout,largest_register_ffs,16,
worst_setup_path,worstPathRequired,1520,ps
yosys,yosys-top-cells-area,"dfxtp_1 43%, nand2b_1 27%, mux2i_1 21%, buf_12 2.7%, buf_6 1.5%",
route,ant_nets,0,
hold_path,min_from,"o_led_data[2]",
final_timing,max_freq,555,MHz
clock_network,htree_levels,1,
floorplanning,die_y,100,microns
pwr,p_comb_frac,0.147,
final_layout,top_regs,"o_led_data x16",
yosys,synth_top_area_share,0.429,
pwr,switching_share,0.215,
route,via_count,591,
floorplanning,num_rows,29,
pwr,max-vdd-ir-drop,0.317,mV
hold_path,min_path_cells,2,
yosys,yosysWarnings,2,
hold_path,hold_end,"o_led_data[2]",
yosys,ys.flop_type,"dfxtp_1",
pwr,power.internal,0.616,mW
clock_network,clock_latency,250,ps
final_layout,area_growth,67.8,%
worst_setup_path,reg2reg_from,"o_led_data[14]",
floorplanning,initCoreUtil,0.119,
placed_design,gp_congestion,0.672,
floorplanning,core-area,6280,sq um
yosys,yosys-top-cells-count,"32 x nand2b_1, 16 x dfxtp_1, 16 x mux2i_1, 3 x clkbuf_1",
route,remaining_drc_errors,0,
yosys,synth_cell_types,10,
placed_design,pre_cts_slack,95.8,ps
grt,grt_pass1_wl,3130,microns
worst_setup_path,cp-start-kind,"input pin",
yosys,syn_area,747,sq um
grt,grt_pass1_vias,642,
grt,grt_max_degree,17,
clock_network,cts_tree,"yes",
final_timing,tns,0,ps
placed_design,place_hpwl,1510,microns
final_timing,slew_violations,0,
worst_setup_path,cp_max_fo,2,
yosys,top_cell,"nand2b_1",
## power by group through the flow
stage                 registers [mW]  logic [mW]  clock network [mW]
after CTS                      0.353       0.119               0.348
after global routing           0.354       0.127               0.355
final                          0.353       0.116               0.316
## final cells by class
class / count / area, sq um / area share
Multi-Input combinational cell: 51 / 377 / 0.300
Clock buffer: 4 / 55.1 / 0.0439
Timing Repair Buffer: 40 / 405 / 0.323
Sequential cell: 16 / 320 / 0.255
Tap cell: 77 / 96.3 / 0.0768
## cell usage in the layout, fill, tap and decap left out
cell type         n
conb_1            1
clkdlybuf4s50_1  37
buf_12            1
buf_4             2
nand2b_1         32
and3_1            1
and2_1            1
dfxtp_1          16
mux2i_1          16
clkbuf_8          4
## worst max-delay path, cell delays in order
cell             delay (ps)
clkdlybuf4s50_1         460
and2_1                  120
clkdlybuf4s50_1         460
## routing by layer
| layer | GRT usage | share of wire |
|---|---|---|
| met1 | 0.0458 | 0.44 |
| met2 | 0.0572 | 0.43 |
| met3 | 0.0271 | 0.12 |
| met4 | 0.00217 | 0.0045 |
| met5 | 0 | 0 |
## how the worst max path moves through the flow
stage / startpoint / endpoint / slack [ps]
final: i_wb_cycle / o_wb_ack / 100
after CTS: i_wb_stb / o_wb_ack / 80
after global routing: i_wb_stb / o_wb_ack / 40
## cell families (layout without fill, tap and decap cells)
logic type / count (synthesis) / after routing / share of synthesized area
DFF: 16 / 16 / 0.429
buffers and inverters: 6 / 44 / 0.0670
and+or+nand+nor: 34 / 34 / 0.285
other: 1 / 1 / 0.00502
muxes: 16 / 16 / 0.214
## per-stage QoR
| step | total power, mW | instance area [sq um] | instances | hold WS (ps) | util |
|---|---|---|---|---|---|
| finish | 0.785 | 1250 | 188 | 469 | 0.200 |
| global route | 0.836 | 1250 | 188 | 493 | 0.200 |
| CTS | 0.821 | 1250 | 188 | 475 | 0.200 |
| detailed placement | 0.479 | 1200 | 184 | 464 | 0.191 |
| global placement | 0.479 | 1200 | 184 | 458 | 0.191 |
| floorplan | 0.404 | 747 | 73 | 434 | - |
No activity file was given, so power comes from the tool's default toggle rates.
